==> flow/design.v <==
module eth_ctrl(
    input              clk       ,      
    input              rst_n     ,      
    input              arp_rx_done,     
    input              arp_rx_type,     
    output  reg        arp_tx_en,       
    output             arp_tx_type,     
    input              arp_tx_done,     
    input              arp_gmii_tx_en,  
    input     [7:0]    arp_gmii_txd,    
    input              udp_tx_start_en, 
    input              udp_tx_done,     
    input              udp_gmii_tx_en,  
    input     [7:0]    udp_gmii_txd,    
    output             gmii_tx_en,      
    output    [7:0]    gmii_txd         
    );
reg        protocol_sw;  
reg        udp_tx_busy;  
reg        arp_rx_flag;  
assign arp_tx_type = 1'b1;    
assign gmii_tx_en = protocol_sw ? udp_gmii_tx_en : arp_gmii_tx_en;
assign gmii_txd = protocol_sw ? udp_gmii_txd : arp_gmii_txd;
always @(posedge clk or negedge rst_n) begin
    if(!rst_n)
        udp_tx_busy <= 1'b0;
    else if(udp_tx_start_en)   
        udp_tx_busy <= 1'b1;
    else if(udp_tx_done)
        udp_tx_busy <= 1'b0;
end
always @(posedge clk or negedge rst_n) begin
    if(!rst_n)
        arp_rx_flag <= 1'b0;
    else if(arp_rx_done && (arp_rx_type == 1'b0))   
        arp_rx_flag <= 1'b1;
    else if(protocol_sw == 1'b0)
        arp_rx_flag <= 1'b0;
end
always @(posedge clk or negedge rst_n) begin
    if(!rst_n) begin
        protocol_sw <= 1'b0;
        arp_tx_en <= 1'b0;
    end
    else begin
        arp_tx_en <= 1'b0;
        if(udp_tx_start_en)
            protocol_sw <= 1'b1;
        else if(arp_rx_flag && (udp_tx_busy == 1'b0)) begin
            protocol_sw <= 1'b0;
            arp_tx_en <= 1'b1;
        end    
    end        
end
endmodule
==> flow/run.sh <==
#!/bin/bash
# OpenROAD 26Q1-2900-gdf79404cd8, Yosys 0.63+post, stock flow scripts
make -C /OpenROAD-flow-scripts/flow DESIGN_CONFIG=/design/flow/config.mk WORK_HOME=/design/flow/orfs finish
==> flow/config.mk <==
export PLATFORM = sky130hd
export DESIGN_NAME = eth_ctrl
export DESIGN_NICKNAME = eth_ctrl
export VERILOG_FILES = /design/flow/design.v
export SDC_FILE = /design/flow/constraint.sdc
export NUM_CORES = 4
export LEC_CHECK = 1
export CORE_AREA = 10 10 70 70
export DIE_AREA = 0 0 80 80
==> flow/constraint.sdc <==
current_design eth_ctrl

set clk_period 2.1
set clk_io_pct 0.2

create_clock -name clk0 -period $clk_period [get_ports {clk}]

set non_clock_inputs [all_inputs -no_clocks]
set_input_delay [expr $clk_period * $clk_io_pct] -clock clk0 $non_clock_inputs
set_output_delay [expr $clk_period * $clk_io_pct] -clock clk0 [all_outputs]
==> flow_results.xml <==
<?xml version="1.0" encoding="UTF-8"?>
<metrics>
  <group name="outcome">
    <metric name="status" unit="">complete, no violations</metric>
  </group>
  <group name="synth">
    <metric name="netlist.top_cell.by_area" unit="">sky130_fd_sc_hd__mux2_4</metric>
    <metric name="synth_cells" unit="">24</metric>
    <metric name="share_of_synthesized_area_occupied_by_flip_flops_and_latches" unit="">0.338</metric>
    <metric name="post_synthesis_mean_instance_area" unit="um^2">12.4</metric>
    <metric name="synth.top_cell.area_share" unit="">0.405</metric>
    <metric name="top_count_cell_post_synth" unit="">sky130_fd_sc_hd__mux2_4</metric>
    <metric name="enable_flop_cells" unit="">0</metric>
    <metric name="yosysCellCount" unit="">24</metric>
    <metric name="synth.yosys.chip_area" unit="um^2">297</metric>
    <metric name="leading_cell_types_by_count_after_synthesis" unit="">sky130_fd_sc_hd__mux2_4 (8), sky130_fd_sc_hd__dfrtp_1 (4), sky130_fd_sc_hd__inv_1 (2)</metric>
    <metric name="ys_top_cells_by_area" unit="">sky130_fd_sc_hd__mux2_4 (41%), sky130_fd_sc_hd__dfrtp_1 (34%), sky130_fd_sc_hd__buf_6 (3.8%)</metric>
    <metric name="synth_flops" unit="">4</metric>
    <metric name="yosys_warnings" unit="">1</metric>
    <metric name="syn_area" unit="um^2">297</metric>
    <metric name="ff_type" unit="">sky130_fd_sc_hd__dfrtp_1</metric>
    <metric name="synthDistinctLibCells" unit="">13</metric>
    <metric name="asyncSetResetFlopFracSynth" unit="">1.00</metric>
  </group>
  <group name="timing">
    <metric name="final_critical_delay_including_setup_and_external_delays" unit="ps">2000</metric>
    <metric name="finalHoldWorstSlack" unit="ps">391</metric>
    <metric name="final.period_utilization" unit="">0.950</metric>
    <metric name="maxClockFrequency" unit="MHz">501</metric>
    <metric name="hold_viol" unit="">0</metric>
    <metric name="timing.final.setup_violations" unit="">0</metric>
    <metric name="fin_worst_skew" unit="ps">1.48</metric>
    <metric name="setup_tns" unit="ps">0</metric>
    <metric name="slew_violations" unit="">0</metric>
    <metric name="rsz_0062_raised_after_global_routing" unit="">false</metric>
  </group>
  <group name="routing">
    <metric name="vias" unit="">315</metric>
    <metric name="average_wire_per_standard_cell" unit="um">11.1</metric>
    <metric name="detail_route.drc_violations" unit="">0</metric>
    <metric name="drt-pass1-iter-count" unit="">2</metric>
    <metric name="via_to_cell_ratio" unit="">3.03</metric>
    <metric name="detail_route.wirelength" unit="um">1150</metric>
    <metric name="antennaDiodeCount" unit="">0</metric>
    <metric name="antenna_violating_nets_post_route" unit="">0</metric>
    <metric name="first_iter_violations" unit="">4</metric>
  </group>
  <group name="worst_setup_path">
    <metric name="critPathMaxFanout" unit="">11</metric>
    <metric name="slowest_cell_delay_on_critical_path" unit="ps">560</metric>
    <metric name="critPathSlowestCell" unit="">sky130_fd_sc_hd__dfrtp_2</metric>
    <metric name="cp_cell_instances" unit="">mux2_2 -&gt; clkdlybuf4s50_1</metric>
    <metric name="worstSetupPathType" unit="">reg2out</metric>
    <metric name="timing.critical_path.to_type" unit="">output port</metric>
    <metric name="critPathLaunchType" unit="">flip-flop</metric>
    <metric name="data_required_critical_path" unit="ps">1680</metric>
    <metric name="cp_data_arrival_time" unit="ps">1580</metric>
  </group>
  <group name="power">
    <metric name="power.share.sequential" unit="">0.320</metric>
    <metric name="p_sw_frac" unit="">0.199</metric>
    <metric name="pwr-share-comb" unit="">0.379</metric>
    <metric name="p_leak" unit="nW">0.297</metric>
    <metric name="net_switching_power" unit="W">0.0000618</metric>
    <metric name="clk_network_pwr_share" unit="">0.301</metric>
    <metric name="internal-power" unit="W">0.000248</metric>
    <metric name="power_density" unit="nW/um^2">450</metric>
    <metric name="vdd.ir_drop.worst" unit="V">0.000337</metric>
  </group>
  <group name="clocking">
    <metric name="clkTransAtPathRegs" unit="ps">40</metric>
    <metric name="clock.latency.late_pin" unit="ps">230</metric>
    <metric name="cts_root_buf" unit="">sky130_fd_sc_hd__clkbuf_4</metric>
    <metric name="cts_inserted_buffers" unit="">3</metric>
    <metric name="buffers_from_clock_root_to_sink_at_most" unit="">2</metric>
    <metric name="numClockSinks" unit="">4</metric>
    <metric name="cts_max_level" unit="">1</metric>
    <metric name="cts_tree" unit="">done</metric>
  </group>
  <group name="grt">
    <metric name="grt-ovfl-total" unit="">0</metric>
    <metric name="antenna_found_initial" unit="">0</metric>
    <metric name="grt_use_total" unit="">0.0332</metric>
    <metric name="grt_pass1_vias" unit="">348</metric>
    <metric name="pin_count_of_the_biggest_net_entering_global_routing" unit="">12</metric>
    <metric name="grt_first_pass_wirelength" unit="um">1730</metric>
  </group>
  <group name="placement">
    <metric name="numPortBuffers" unit="">33</metric>
    <metric name="hpwl_dp" unit="um">999</metric>
    <metric name="gpl.final_weighted_congestion" unit="">0.879</metric>
    <metric name="placed_cells_incl_taps" unit="">101</metric>
  </group>
  <group name="floorplanning">
    <metric name="rows" unit="">21</metric>
    <metric name="ioPinCount" unit="">36</metric>
    <metric name="die_width" unit="um">80</metric>
    <metric name="die_area" unit="um^2">6400</metric>
    <metric name="floorplan.initialDensity" unit="">0.0868</metric>
    <metric name="core" unit="um^2">3420</metric>
    <metric name="die_height" unit="um">80</metric>
  </group>
  <group name="finish">
    <metric name="area_delta_synth_final" unit="%">132</metric>
    <metric name="n_fill_cell" unit="">376</metric>
    <metric name="finalNonFillerCells" unit="">104</metric>
    <metric name="ff_latch_area" unit="um^2">101</metric>
    <metric name="post_route_cells_drive_above_1_share" unit="">0.241</metric>
    <metric name="final-comb-area" unit="um^2">170</metric>
  </group>
  <group name="flow_run">
    <metric name="maxCapViolations" unit="">0</metric>
    <metric name="log_warnings" unit="">26</metric>
  </group>
  <group name="min_path">
    <metric name="min-delay-path-class" unit="">in2async</metric>
  </group>
</metrics>
-- critical path, delay by kind of cell, from the launching register on --
family / cells / cell delay, ps
flip-flops: 1 / 560
buffers and inverters: 1 / 400
multiplexers: 1 / 380
-- worst paths after layout --
path | from | to | slack, ps | cells past startpoint
worst max-delay path | protocol_sw | gmii_txd[4] | 100 | 2
worst min-delay path | rst_n | udp_tx_busy | 390 | 1
worst max register to register | protocol_sw | protocol_sw | 1230 | 1
worst min register to register | udp_tx_busy | udp_tx_busy | 480 | 1
max in group asynchronous | rst_n | protocol_sw | 1530 | 1
min in group clk0 | udp_tx_busy | udp_tx_busy | 480 | 1
-- layout make-up --
class,instances,share of cell area
multi-input combinational,16,0.247
timing repair buffer,33,0.479
sequential,4,0.147
tap,46,0.0835
inverter,2,0.0109
clock buffer,3,0.0327
-- power by group through the flow --
stage | Clock [W] | Combinational (W) | Sequential (W)
final | 0.0000934 | 0.000118 | 0.0000991
after global routing | 0.000106 | 0.000127 | 0.000101
after CTS | 0.000100 | 0.000120 | 0.0000999
-- cell families (layout without fill, tap and decap cells) --
group / after synthesis / in the layout / synth area share
AND-OR/OR-AND: 3 / 3 / 0.0717
buffers and inverters: 4 / 38 / 0.0886
flip-flops: 4 / 4 / 0.338
multiplexers: 9 / 9 / 0.443
other: 1 / 1 / 0.0126
AND/OR/NAND/NOR: 3 / 3 / 0.0464
-- routing by layer --
metal,GRT usage,wire (um),up-vias
met1,0.0434,543,137
met4,0.00528,0,0
met5,0,0,-
li1,-,-,147
met2,0.0465,395,31
met3,0.0193,211,0
-- flip-flops by register name, summed over array words and instances (netlist names) --
name and cells:
arp_rx_flag 1, arp_tx_en 1, protocol_sw 1, udp_tx_busy 1
-- stage by stage --
step                      total power [W]  utilization  cell area (um^2)  setup WS (ps)
final                            0.000310        0.202               689            105
after global routing             0.000334        0.202               689           33.7
after CTS                        0.000320        0.202               689           66.2
after detailed placement         0.000220        0.195               666            139
after global placement           0.000219        0.195               666            142
after floorplan                  0.000137            -               297            887
-- cells in the final DEF, fill, tap and decap left out, drive strengths merged --
cell	count
dfrtp	4
nand2	1
inv	2
nand2b	1
clkbuf	3
nor2	1
o21ai	1
clkdlybuf4s50	33
conb	1
mux2	9
a21o	2
-- timing repair --
action	in CTS	in global routing
hold buffers	0	0
endpoints found under the setup margin	9	0
setup buffers	0	0
resized	1	0
Power is estimated from default activity; no workload was simulated.
